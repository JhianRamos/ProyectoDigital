## ./config.mk

```make
export PLATFORM = sky130hd
export DESIGN_NAME = keyboard
export DESIGN_NICKNAME = keyboard
export VERILOG_FILES = /design/flow/design.v
export SDC_FILE = /design/flow/constraint.sdc
export NUM_CORES = 4
export LEC_CHECK = 1
export CORE_UTILIZATION = 40
```

## ./constraint.sdc

```tcl
current_design keyboard

set clk_period 2.4
set clk_io_pct 0.2

create_clock -name clk0 -period $clk_period [get_ports {clk}]

set non_clock_inputs [all_inputs -no_clocks]
set_input_delay [expr $clk_period * $clk_io_pct] -clock clk0 $non_clock_inputs
set_output_delay [expr $clk_period * $clk_io_pct] -clock clk0 [all_outputs]
```

## ./design.v

```verilog
module barrido (clk, columna);
input  clk;
output reg [3:0]columna;
reg [1:0]count;
always @ (posedge clk)
	begin		
		 count =count+1;		 
		case(count)
			2'd0 : begin  columna = 4'b0001; end
			2'd1 : begin  columna = 4'b0010; end
			2'd2 : begin  columna = 4'b0100; end
			2'd3 : begin  columna = 4'b1000; end		
		endcase
	end 
endmodule 
module comparador(clk,fil,col,memo);
input clk;
input [3:0] fil;
input [3:0] col;
output reg [4:0] memo;
reg [4:0]num; 
always @(posedge clk) begin
if (col == 4'b0001) begin
	case(fil)
		4'b1000: num=4'hA;
		4'b0100: num=4'hB;
		4'b0010: num=4'hC;
		4'b0001: num=4'hD;
		default: num= 5'h10;
	endcase
end
if (col == 4'b0010) begin
	case(fil)
		4'b1000: num=4'h3;
		4'b0100: num=4'h6;
		4'b0010: num=4'h9;
		4'b0001: num=4'hE;  
		default: num=5'h10;
	endcase
end
if (col == 4'b0100) begin
	case(fil)
		4'b1000: num=4'h2;
		4'b0100: num=4'h5;
		4'b0010: num=4'h8;
		4'b0001: num=4'h0;
		default: num=5'h10;
	endcase
end
if (col == 4'b1000) begin
	case(fil)
		4'b1000: num=4'h1;
		4'b0100: num=4'h4;
		4'b0010: num=4'h7;
		4'b0001: num=4'hF;  
		default: num=5'h10;
	endcase
	end
if(num != 5'h10)
begin
memo = num;
end
end
endmodule
module divfrec(clk, clk_1hz);
input clk;
output reg clk_1hz;
reg [27:0]counter;
initial begin
clk_1hz=0;
end 
always @(posedge clk)
begin
	if(counter < 50000)
		begin
			counter=counter+1;
		end
	else
		begin
			clk_1hz = !clk_1hz;
			counter = 0;
		end
end
endmodule
module keyboard (clk,filas,columnas, num);
input clk;
input  [3:0]filas;
output [3:0]columnas; 
output [4:0]num;
wire clk_1;
divfrec div(.clk(clk), .clk_1hz(clk_1));
barrido bar(.clk(clk_1), .columna(columnas));
comparador comp (.clk(clk_1),.fil(filas),.col(columnas),.memo(num));
endmodule 
```

## ./run.sh

```bash
#!/bin/bash
# OpenROAD 26Q1-2900-gdf79404cd8, Yosys 0.63+post, stock flow scripts
make -C /OpenROAD-flow-scripts/flow DESIGN_CONFIG=/design/flow/config.mk WORK_HOME=/design/flow/orfs finish
```

==> flow_metrics.tcl <==
# implementation run metrics
set metrics [dict create \
    cp.required_ns 2.60 \
    hp-start "div.counter[0]" \
    p_sw_frac 0.204 \
    die_w_um 84.9 \
    overflow 0 \
    grt_pass1_vias 2104 \
    holdPathEnd "div.counter[0]" \
    hold_violations 0 \
    ys.flops 56 \
    drive_gt1_frac 0.0466 \
    reg2reg_slack_ns 0.58 \
    drv_slew 0 \
    ys_cells 326 \
    ctsResizeCount 0 \
    chipArea_um2 7210 \
    placed_area_um2 2960 \
    logic_area_um2 1480 \
    setup_viol 0 \
    startpoint_type "flop" \
    yosys_warnings 3 \
    cts_buffer_depth 2 \
    max_slew_margin 0.475 \
    drt-wirelength-per-cell_um 13.6 \
    pwr-share-seq 0.535 \
    port_buffers 13 \
    ff_latch_area_um2 1180 \
    timing.rr.end "div.counter[9]" \
    netSwitchingPower_mw 0.192 \
    maxCapViolCount 0 \
    p_leak_nw 1.03 \
    post-cts-setup-buffer-count 0 \
    ant_nets 0 \
    async_flop_share 0 \
    drcViolationCount 0 \
    edf_count 6 \
    grt_pass1_wl_um 10000 \
    cts_tree "yes" \
    netlist-cell-type-count 47 \
    finClkSkew_ns 0.00462 \
    rows 29 \
    clockRootBuffer "clkbuf_8" \
    die_h_um 84.9 \
    power_density_nw_per_um2 310 \
    routed_wl_um 5700 \
    initCoreUtil 0.424 \
    path_clk_slew_ns 0.05 \
    crit_arrival_ns 2.02 \
    power_frac_comb 0.060 \
    fin_util 0.469 \
    worstMarginPinSlew_ns 0.785 \
    pin_count 14 \
    outcome "finished clean" \
    whs_ns 0.445 \
    internal-power_mw 0.752 \
    track_usage 0.171 \
    final_area_um2 3050 \
    unclocked_pins 27 \
    hpwlAfterDp_um 3990 \
    ys_area_um2 2750 \
    area_growth_pct 10.7 \
    insertion_delay_ns 0.27 \
    ctsHtreeMaxLevel 2 \
    warnings 28 \
    finalClockPeriodUsage 0.759 \
    synth.avg_cell_area_um2 8.44 \
    instances_no_fill 420 \
    synth_cells 326 \
    r2r_cells 5 \
    nFillCells 625 \
    timing.rr.start "div.counter[13]" \
    gp_congestion 0.843 \
    irDropWorstVdd_v 0.000389 \
    min_period_ns 1.82 \
    core_area_um2 6490 \
    vias_per_cell 5.36 \
    dp_cells 413 \
    yosysSeqAreaShare 0.429 \
    ctsHoldBuffers 0 \
    antenna_found_initial 0 \
    synthesis.area_um2 2750 \
    untimed_endpoints 41 \
    antennaDiodeCount 0 \
    grt_setup_unrepaired "no" \
    timing.setup.tns_ns 0 \
    clock_power_share 0.405 \
    vias 2253 \
    drtPass1Iterations 18 \
    worst_setup_path_end_kind "flop" \
    crit_fanout 10 \
    criticalPathCategory "reg -> reg" \
    initialDrtViolationCount 149 \
    whs_path_depth 1 \
    hold_path.class "reg -> reg" \
    grt_max_degree 34 \
    synth_top_flop_cell "dfxtp_1" \
    cts_buffers 5 \
    max_clock_freq_ghz 0.549 \
]
[cell usage after synthesis (5+ instances only)]
cell      instances  area (µm²)
edfxtp_1          6         180
o21ai_0          19        95.1
a21oi_1          25         125
a22oi_1           8        60.1
or4_1             6        45.0
ha_1              5        62.6
xnor2_1           8        70.1
dfxtp_1          50        1000
nand2_1          48         180
inv_1             9        33.8
or3_1             6        37.5
xor2_1           12         105
clkbuf_1          5        18.8
nand3_1          10        50.1
nor3_1            7        35.0
nor2_1           34         128
nor4_1            8        50.1
buf_2             8        40.0
[area by class of cell]
type,instances,share of cell area
multi-input combinational,253,0.486
sequential,56,0.388
timing repair buffer,18,0.0550
tap,77,0.0316
clock buffer,7,0.0283
inverter,9,0.0111
[metal layers]
layer,track usage,share of wire
met1,0.261,0.51
met2,0.284,0.46
met3,0.0118,0.024
met4,0.0216,0.012
met5,0,0
[registers in the layout (all words and copies together) (netlist names)]
signal	cells
bar.columna	4
comp.num	16
div.clk_1hz	1
bar.count	2
div.counter	28
comp.memo	5
[kinds of logic after synthesis]
family | count (synthesis) | share of synthesized area
other | 1 | 0.00136
buffers and inverters | 28 | 0.0473
xor gates and xnor gates | 20 | 0.0637
and+or+nand+nor | 138 | 0.254
adders and majority gates | 5 | 0.0227
AOI/OAI and AO/OA | 78 | 0.182
DFF | 56 | 0.429
[worst max path at each step]
stage                 to             from  cells past startpoint
4_1_cts   div.counter[7]  div.counter[13]                      5
5_1_grt   div.counter[7]  div.counter[13]                      5
6_report  div.counter[9]  div.counter[13]                      5
[stage by stage]
| stage | total power, mW | setup slack, ns |
|---|---|---|
| after detailed placement | 0.572 | 0.595 |
| after global routing | 0.986 | 0.418 |
| final | 0.944 | 0.579 |
| after CTS | 0.957 | 0.579 |
| after global placement | 0.570 | 0.633 |
| after floorplan | 0.555 | 0.661 |
[power groups by stage]
stage,registers [mW],clock network [mW],logic [mW]
final,0.505,0.383,0.0562
after global routing,0.506,0.417,0.0632
after CTS,0.505,0.396,0.0562
[critical path, stage by stage, from the launching register on]
cell and delay [ns]:
dfxtp_1 0.33, or4_1 0.51, o211ai_1 0.16, nand4_1 0.34, buf_4 0.31, nor2_1 0.11
[cells in the final DEF (no fill, tap or decap), types with 7 or more instances in the layout]
cell | synthesis | routed
xor2_1 | 12 | 12
o21ai_0 | 19 | 19
inv_1 | 9 | 9
dfxtp_1 | 50 | 50
nor4_1 | 8 | 8
nor2_1 | 34 | 34
nand2_1 | 48 | 48
nand3_1 | 10 | 10
nor3_1 | 7 | 7
a22oi_1 | 8 | 8
xnor2_1 | 8 | 8
a21oi_1 | 25 | 25
clkdlybuf4s50_1 | 0 | 13
conb_1 | 1 | 12
No activity file was given, so power comes from the tool's default toggle rates.
