==> flow/design.v <==
module TOP(
    	Clk                     ,
    	Rst_n                   ,   
   	Rx                      ,    
    	Tx                      ,
	RxData		        			,
	RxDone							
	);
input           Clk             ;  
input           Rst_n           ;  
input           Rx              ;  
output          Tx              ;  
output [7:0]    RxData          ;  
wire [7:0]    	TxData     	;  
output         RxDone          ;  
wire          	TxDone          ;  
wire            tick		;  
wire          	TxEn            ;
wire 		RxEn		;
wire [3:0]      NBits    	;
wire [15:0]    	BaudRate        ;  
assign 		RxEn = 1'b1	;
assign 		TxEn = 1'b1	;
assign 		BaudRate = 16'd325; 	 
assign 		NBits = 4'b1000	;	 
UART_rs232_rx I_RS232RX(
    	.Clk(Clk)             	,
   	.Rst_n(Rst_n)         	,
    	.RxEn(RxEn)           	,
    	.RxData(RxData)       	,
    	.RxDone(RxDone)       	,
    	.Rx(Rx)               	,
    	.Tick(tick)           	,
    	.NBits(NBits)
    );
UART_rs232_tx I_RS232TX(
   	.Clk(Clk)            	,
    	.Rst_n(Rst_n)         	,
    	.TxEn(TxEn)           	,
    	.TxData(TxData)      	,
   	.TxDone(TxDone)      	,
   	.Tx(Tx)               	,
   	.Tick(tick)           	,
   	.NBits(NBits)
    );
UART_BaudRate_generator I_BAUDGEN(
    	.Clk(Clk)               ,
    	.Rst_n(Rst_n)           ,
    	.Tick(tick)             ,
    	.BaudRate(BaudRate)
    );
endmodule
module UART_BaudRate_generator(
    Clk                   ,
    Rst_n                 ,
    Tick                  ,
    BaudRate
    );
input           Clk                 ;  
input           Rst_n               ;  
input [15:0]    BaudRate            ;  
output          Tick                ;  
reg [15:0]      baudRateReg         ;  
always @(posedge Clk or negedge Rst_n)
    if (!Rst_n) baudRateReg <= 16'b1;
    else if (Tick) baudRateReg <= 16'b1;
         else baudRateReg <= baudRateReg + 1'b1;
assign Tick = (baudRateReg == BaudRate);
endmodule
module UART_rs232_rx (Clk,Rst_n,RxEn,RxData,RxDone,Rx,Tick,NBits);		 
input Clk, Rst_n, RxEn,Rx,Tick;		 
input [3:0]NBits;			 
output RxDone;				 
output [7:0]RxData;			 
parameter  IDLE = 1'b0, READ = 1'b1; 	 
reg [1:0] State, Next;			 
reg  read_enable = 1'b0;		 
reg  start_bit = 1'b1;			 
reg  RxDone = 1'b0;			 
reg [4:0]Bit = 5'b00000;		 
reg [3:0] counter = 4'b0000;		 
reg [7:0] Read_data= 8'b00000000;	 
reg [7:0] RxData;			 
always @ (posedge Clk or negedge Rst_n)			 
begin
if (!Rst_n)	State <= IDLE;				 
else 		State <= Next;				 
end
always @ (State or Rx or RxEn or RxDone)
begin
    case(State)	
	IDLE:	if(!Rx & RxEn)		Next = READ;	  
		else			Next = IDLE;
	READ:	if(RxDone)		Next = IDLE; 	  
		else			Next = READ;
	default 			Next = IDLE;
    endcase
end
always @ (State or RxDone)
begin
    case (State)
	READ: begin
		read_enable <= 1'b1;			 
	      end
	IDLE: begin
		read_enable <= 1'b0;			 
	      end
    endcase
end
always @ (posedge Tick)
	begin
	if (read_enable)
	begin
	RxDone <= 1'b0;							 
	counter <= counter+1;						 
	if ((counter == 4'b1000) & (start_bit))				 
	begin
	start_bit <= 1'b0;
	counter <= 4'b0000;
	end
	if ((counter == 4'b1111) & (!start_bit) & (Bit < NBits))	 
	begin
	Bit <= Bit+1;
	Read_data <= {Rx,Read_data[7:1]};
	counter <= 4'b0000;
	end
	if ((counter == 4'b1111) & (Bit == NBits)  & (Rx))		 
	begin
	Bit <= 4'b0000;
	RxDone <= 1'b1;
	counter <= 4'b0000;
	start_bit <= 1'b1;						 
	end
	end
end
always @ (posedge Clk)
begin
if (NBits == 4'b1000)
begin
RxData[7:0] <= Read_data[7:0];	
end
if (NBits == 4'b0111)
begin
RxData[7:0] <= {1'b0,Read_data[7:1]};	
end
if (NBits == 4'b0110)
begin
RxData[7:0] <= {1'b0,1'b0,Read_data[7:2]};	
end
end
endmodule
module UART_rs232_tx (Clk,Rst_n,TxEn,TxData,TxDone,Tx,Tick,NBits);	 
input Clk, Rst_n, TxEn,Tick;	 
input [3:0]NBits;		 
input [7:0]TxData;		 
output Tx;
output TxDone;
parameter  IDLE = 1'b0, WRITE = 1'b1;	 
reg  State, Next;			 
reg  TxDone = 1'b0;			 
reg  Tx;				 
reg write_enable = 1'b0;		 
reg start_bit = 1'b1;			 
reg stop_bit = 1'b0;			 
reg [4:0] Bit = 5'b00000;		 
reg [3:0] counter = 4'b0000;		 
reg [7:0] in_data=8'b00000000;		 
reg [1:0] R_edge;			 
wire D_edge;				 
always @ (posedge Clk or negedge Rst_n)			 
begin
if (!Rst_n)	State <= IDLE;				 
else 		State <= Next;				 
end
always @ (State or D_edge or TxData or TxDone) 
begin
    case(State)	
	IDLE:	if(D_edge)		Next = WRITE;		 
		else			Next = IDLE;
	WRITE:	if(TxDone)		Next = IDLE;  		 
		else			Next = WRITE;
	default 			Next = IDLE;
    endcase
end
always @ (State)
begin
    case (State)
	WRITE: begin
		write_enable <= 1'b1;	 
	end
	IDLE: begin
		write_enable <= 1'b0;	 
	end
    endcase
end
always @ (posedge Tick)
begin
	if (!write_enable)				 
	begin
	TxDone = 1'b0;
	start_bit <=1'b1;
	stop_bit <= 1'b0;
	end
	if (write_enable)				 
	begin
	counter <= counter+1;				 
	if(start_bit & !stop_bit)			 
	begin
	Tx <=1'b0;					 
	in_data <= TxData;				 
	end		
	if ((counter == 4'b1111) & (start_bit) )	 
	begin		
	start_bit <= 1'b0;
	in_data <= {1'b0,in_data[7:1]};
	Tx <= in_data[0];
	end
	if ((counter == 4'b1111) & (!start_bit) &  (Bit < NBits-1))	 
	begin		
	in_data <= {1'b0,in_data[7:1]};
	Bit<=Bit+1;
	Tx <= in_data[0];
	start_bit <= 1'b0;
	counter <= 4'b0000;
	end	
	if ((counter == 4'b1111) & (Bit == NBits-1) & (!stop_bit))	 
	begin
	Tx <= 1'b1;	
	counter <= 4'b0000;	
	stop_bit<=1'b1;
	end
	if ((counter == 4'b1111) & (Bit == NBits-1) & (stop_bit) )	 
	begin
	Bit <= 4'b0000;
	TxDone <= 1'b1;
	counter <= 4'b0000;
	end
	end
end
always @ (posedge Clk or negedge Rst_n)
begin
	if(!Rst_n)
	begin
	R_edge <= 2'b00;
	end
	else
	begin
	R_edge <={R_edge[0], TxEn};
	end
end
assign D_edge = !R_edge[1] & R_edge[0];
endmodule
==> flow/run.sh <==
#!/bin/bash
# OpenROAD 26Q1-2900-gdf79404cd8, Yosys 0.63+post, stock flow scripts
make -C /OpenROAD-flow-scripts/flow DESIGN_CONFIG=/design/flow/config.mk WORK_HOME=/design/flow/orfs finish
==> flow/config.mk <==
export PLATFORM = sky130hd
export DESIGN_NAME = TOP
export DESIGN_NICKNAME = TOP
export VERILOG_FILES = /design/flow/design.v
export SDC_FILE = /design/flow/constraint.sdc
export NUM_CORES = 4
export LEC_CHECK = 1
export CORE_UTILIZATION = 50
==> flow/constraint.sdc <==
current_design TOP

set clk_period 2.7
set clk_io_pct 0.2

create_clock -name clk0 -period $clk_period [get_ports {Clk}]

set non_clock_inputs [all_inputs -no_clocks]
set_input_delay [expr $clk_period * $clk_io_pct] -clock clk0 $non_clock_inputs
set_output_delay [expr $clk_period * $clk_io_pct] -clock clk0 [all_outputs]
==> results_dict.tcl <==
# collected from the flow reports
set metrics [dict create \
    outcome "finished, final reports clean" \
    cts_root_buf "clkbuf_8" \
    endpoint_kind "register" \
    cp_cell_sequence "or4_4, nor4_4, buf_4, nand2b_1" \
    drive_gt1_share_pct 7.76 \
    holdBufCountCts 0 \
    overflow 0 \
    criticalPathCategory "register to register" \
    antenna_cells 0 \
    hpwl_um 2770 \
    clock_path_buffers 2 \
    hold_violations 0 \
    cp-start-kind "register" \
    fin_ws_ps 731 \
    dr.pass1.iters 4 \
    vias_per_cell 5.12 \
    ir_drop_uv 266 \
    post-cts-setup-buffers 0 \
    slowest_stage "or4_4" \
    hold_depth 0 \
    clkLatencyLatePin_ps 270 \
    r2r_cells 4 \
    cts_resized 0 \
    warning_count 28 \
    hold_class "register to register" \
    place.port_buffers 12 \
    finalWirelength_um 3750 \
    unconstrained_endpoints 72 \
    grt_max_degree 22 \
    grt_pass1_wl_um 6560 \
    ys_cells 198 \
    drc 0 \
    fp.dieW_um 72.8 \
    rsz0062_at_grt "false" \
    drtIter0Drc 50 \
    place_congestion 0.851 \
    clock_skew_ps 4.65 \
    clk_pin_slew_worst_paths_ps 60 \
    syn-mean-instance-area_um2 12.7 \
    min_period_ps 1970 \
    ys_area_um2 2510 \
    place_ws_ps 692 \
    maxSlewViolCount 0 \
    yosys_warnings 11 \
    io_pins 13 \
    reg2reg_from "I_BAUDGEN.baudRateReg[5]" \
    cts_tree "yes" \
    antenna_found_initial 0 \
    crit_family "simple AND/OR/NAND/NOR gates" \
    finalCritPeriodShare_pct 72.9 \
    setup_violations 0 \
    unclocked_regs 33 \
    crit_arrival_ps 2190 \
    critPathMaxStageDelay_ps 570 \
    num_vias 1464 \
    critPathBufInv 1 \
    min_to "I_RS232TX.R_edge[1]" \
    power_density_nw_per_um2 277 \
    holdWs_ps 379 \
    ant_nets 0 \
    worstReg2RegEnd "I_BAUDGEN.baudRateReg[0]" \
    crit_path_max_fanout 15 \
    core.rowCount 25 \
    setup-tns-final_ps 0 \
    worstPathRequired_ps 2920 \
    cts-htree-levels 2 \
    synthesis.area_um2 2510 \
    leakage_nw 1.10 \
    timing.reg2reg.setup_slack_ps 730 \
    tritoncts.num_buffers 5 \
    maxCapViolCount 0 \
    hold_start "I_RS232TX.R_edge[0]" \
    ys_types 36 \
    chipArea_um2 5300 \
    fp_util_pct 52.4 \
    die_h_um 72.8 \
    grt_usage_pct 17.1 \
    yosys_register_bits 62 \
    core_area_um2 4790 \
    area_growth_pct 12.1 \
    grt_pass1_vias 1467 \
    max_freq_mhz 508 \
    wl_per_cell_um 13.1 \
    syn_inst 198 \
]
-- area by class of cell --
class / instances / area, µm²
Fill cell: 390 / 1980
Sequential cell: 62 / 1630
Multi-Input combinational cell: 122 / 818
Timing Repair Buffer: 16 / 150
Tap cell: 67 / 83.8
Clock buffer: 6 / 72.6
Inverter: 11 / 41.3
Clock inverter: 2 / 10.0
-- through the flow --
step	utilization, %	std cells	total power, W	instance area [µm²]
global route	58.7	286	0.000816	2810
CTS	58.7	286	0.000793	2810
global placement	57.0	278	0.000461	2730
detailed placement	57.0	278	0.000462	2730
floorplan	-	198	0.000450	2510
finish	58.7	286	0.000780	2810
-- kinds of logic after synthesis --
family,Yosys count,share of synthesized area [%]
AND-OR/OR-AND,14,3.49
XOR/XNOR,23,8.04
adder cells (fa/ha/maj),8,3.99
buffers and inverters,14,2.15
flip-flops,61,64.6
latches,1,0.599
multiplexers,1,0.399
other,1,0.150
AND/OR/NAND/NOR,75,16.6
-- Yosys cell counts --
library cell / n / area (µm²)
and4_2: 1 / 10.0
o22ai_1: 1 / 6.26
ha_1: 8 / 100
dlxtn_1: 1 / 15.0
mux2i_1: 1 / 10.0
inv_1: 11 / 41.3
nand2b_1: 2 / 12.5
a22o_1: 1 / 8.76
and4_1: 2 / 17.5
and3_1: 2 / 12.5
conb_1: 1 / 3.75
nor2b_1: 4 / 25.0
o21a_1: 3 / 22.5
and2_1: 4 / 25.0
a21boi_0: 1 / 7.51
dfstp_2: 2 / 52.6
nor4_4: 1 / 21.3
edfxtp_1: 29 / 871
nor2_1: 21 / 78.8
buf_2: 1 / 5.00
a31oi_1: 2 / 12.5
nand4b_1: 4 / 35.0
a21oi_1: 1 / 5.00
nand4_1: 4 / 25.0
xnor2_1: 12 / 105
nor3_1: 3 / 15.0
o21ai_0: 5 / 25.0
dfxtp_1: 11 / 220
or4_1: 2 / 15.0
dfrtp_1: 19 / 475
or4_4: 1 / 11.3
nand3_1: 13 / 65.1
or3b_2: 1 / 8.76
clkbuf_1: 2 / 7.51
xor2_1: 11 / 96.3
nand2_1: 10 / 37.5
-- worst reg2reg max path: cells and delay by family (launching register included) --
kind                   cells  cell delay [ps]
DFF                        1              440
buffers and inverters      1              280
and+or+nand+nor            3             1200
-- placed cells by master (no fill, tap or decap), drive strengths merged, types with 3 or more instances in the layout --
cell / n
o21a: 3
inv: 11
clkbuf: 6
edfxtp: 29
and2: 4
nor3: 3
and4: 3
xor2: 11
nand4: 4
nand2: 10
dfxtp: 11
dfrtp: 19
xnor2: 12
nor2b: 4
buf: 4
or4: 3
ha: 8
nor2: 21
nand3: 13
o21ai: 5
clkdlybuf4s50: 12
nand4b: 4
-- routing by layer --
layer	wire length (µm)	GRT usage, %	vias up
met4	47	2.18	0
met2	1720	26.3	23
li1	-	-	728
met3	146	5.32	8
met5	0	0	-
met1	1840	27.0	705
-- report_power, final --
part	internal (W)	leakage (nW)	switching, W	total (W)
registers	0.000438	0.629	0.00000167	0.000439
clock network	0.000178	0.0450	0.000149	0.000327
logic	0.00000534	0.427	0.00000831	0.0000136
-- worst max-delay path by stage --
stage                                       to  slack (ps)  cells past startpoint                      from
after global routing  I_BAUDGEN.baudRateReg[2]         560                      4  I_BAUDGEN.baudRateReg[5]
final                 I_BAUDGEN.baudRateReg[0]         730                      4  I_BAUDGEN.baudRateReg[5]
after CTS             I_BAUDGEN.baudRateReg[0]         700                      4  I_BAUDGEN.baudRateReg[5]
-- sequential cells by signal, summed over array words and instances, names as in the netlist, 2 cells and up --
signal,count
I_RS232RX.Bit,5
I_RS232RX.State,2
I_RS232TX.counter,4
I_RS232RX.Read_data,8
I_RS232RX.counter,4
I_BAUDGEN.baudRateReg,16
I_RS232RX.RxData,8
I_RS232TX.R_edge,2
I_RS232TX.Bit,5
Power figures rest on the tool's default switching activity, not on a simulated workload.
