`flow/config.mk`:
```
export PLATFORM = sky130hd
export DESIGN_NAME = motores
export DESIGN_NICKNAME = motores
export VERILOG_FILES = /design/flow/design.v
export SDC_FILE = /design/flow/constraint.sdc
export NUM_CORES = 4
export LEC_CHECK = 1
export CORE_UTILIZATION = 30
```
`flow/constraint.sdc`:
```
current_design motores

set clk_period 7.1
set clk_io_pct 0.2

create_clock -name clk0 -period $clk_period [get_ports {clk}]

set non_clock_inputs [all_inputs -no_clocks]
set_input_delay [expr $clk_period * $clk_io_pct] -clock clk0 $non_clock_inputs
set_output_delay [expr $clk_period * $clk_io_pct] -clock clk0 [all_outputs]
```
`flow/design.v`:
```
module motores(clk,mot, mot1,mot2);
input clk;
input [1:0]mot;
output reg mot1;
output reg mot2;
reg [27:0]cont;
reg [27:0]cont2;
initial begin cont=0; cont2=0; end
always @(posedge clk) begin
if(mot[0])begin
if (cont<25000000) begin cont=cont+1; mot1=1; end
end
else begin mot1=0; cont=0; end
if(mot[1])begin
if (cont2<25000000) begin cont2=cont2+1; mot2=1; end
end
else begin cont2=0; mot2=0; end
end 
endmodule
```
`flow/run.sh`:
```
#!/bin/bash
# OpenROAD 26Q1-2900-gdf79404cd8, Yosys 0.63+post, stock flow scripts
make -C /OpenROAD-flow-scripts/flow DESIGN_CONFIG=/design/flow/config.mk WORK_HOME=/design/flow/orfs finish
```
==> run summary <==
Figures from the implementation reports.

- The run finished with clean final reports.
- Setup violations remaining at the end of the flow were counted as 0.
- The number of top-level design ports reads 5.
- The minimum clock period after layout reads 2.64 ns.
- The aggregate global-route resource usage reads 12.1%.
- STA shows the worst reg2reg path with a cell count of 6.
- Headroom to the max-slew limit came out at roughly two fifths.
- Summing all multi-input logic gate instances after layout gives 1530 um^2.
- By instance count after routing, the leading logic cell type is dfxtp_1.
- The number of hold buffers added after cts is 0.
- After detailed routing, the number of remaining DRC violations is 0.
- The average wire per standard cell reads 12.4 um.
- The utilization of the core after routing reads between 30% and 40%.
- Once layout is done, the placed cells without fillers occupy 3120 um^2.
- Per the summary, power density relative to cell area is 210 nW/um^2.
- Along the worst path, the maximum fanout reaches 20.
- The final count of pins violating max slew reads 0.
- The number of clock sinks reads 58.
- The total number of vias is 2396.
- The number of detailed-route iterations in the first pass reads 4.
- The count of input and output buffers reads 4.
- The total die area reads 9690 um^2.
- The filler cell count reads 897.
- For the worst reg-to-reg path, the startpoint reported by OpenROAD is cont2[7]$_SDFFE_PN0N_.
- The library cell used as clock root buffer is clkbuf_8.
- The share of the clock period used by the worst path reads 37.2%.
- The area of the core region is about 8800 um^2.
- A synthesized cell averages 8.56 um^2.
- The buffer count from post-CTS setup fixing is 0.
- The worst min-delay path class is reg2reg.
- The OpenROAD warning count is 25.
- The transition time recorded at the tightest slew-check pin is 0.878 ns.
- The share of synthesized registers carrying an async set or reset is 0%.
- The total clock buffers created by CTS is 9.
- For reference, the placement row count at floorplan is 34.
- The dominant register cell in the synthesized netlist is dfxtp_1.
- Once layout is complete, the cells apart from fillers number about 440.
- The final hold violation count recorded for this run is 0.
- The total of cells resized after clock tree synthesis reads 0.
- The buffer and inverter count on the worst path is 2.
- The cell count after synthesis reads ~330.
- The post-placement cell area reads 2920 um^2.
- The endpoint required time on the critical path is 7.35 ns.
- The number of global-route vias before repair is 2099.
- Across the run, the number of max-cap violations was 0.
- The endpoint of the worst-slack reg-to-reg timing path is cont2[10]$_SDFFE_PN0N_.
- Counting instances, the worst hold path has a depth of 2.
- The count of instantiated cells in the yosys netlist reads 326.
- Yosys reports that the leading cell type by area covers 41.6% of the netlist area.
- The number of placed instances, taps included reads about 420.
- The count of nets left with antenna violations once routing finished came out at 0.
- The count of warnings emitted by yosys is 1.
- The category of the most critical setup path reads in2reg.
- The remaining global-route overflow is 0.
- The maximum vdd ir drop is 0.0000866 V.
- The startpoint type of the worst setup path is an input port.
- TritonCTS built the clock tree.
- Routability-driven placement finished with a final weighted congestion of 0.773.
- The count of library flops with an enable pin reads 0.
- Setup repair after global routing left no endpoint under its margin.
- According to the timing report, the arrival time at the worst endpoint equals 2.90 ns.
- The share of layout cells above drive strength 1 is approximately 7.6%.
- The setup skew after layout is 0.0112 ns.
- In this run, the number of DRC markers left after iteration 0 of detailed routing was 93.
- The register area is 1160 um^2.
- Walking the worst path, the cells encountered are clkdlybuf4s50_1, inv_1, nor3_1.
- The pin count of the biggest net entering global routing reads 25.
- Leaving out fill and tap cells, the most frequent cells in the layout are dfxtp_1 (58), a21oi_1 (40), nand2_1 (28).
- Derived from the worst setup path, the maximum achievable clock frequency is 379 MHz.
- The static power due to leakage is 0.972 nW.
- The global-route wire length before repair is between 9 and 10 mm.
- The skew report gives the latency at the later pin of the worst-skew pair as around 0.33 ns.
- After synthesis the netlist holds a flip-flop and latch count of 58.
- The register area share after synthesis reads between 40 and 50%.
- For this block, the routed nets add up to 5.45 mm of wire.
- The cell class contributing the biggest share of worst-path delay is buffers and inverters.
- After synthesis the cells add up to 2790 um^2.
- The clock-pin slew on the worst setup and hold paths reads 0.07 ns.
- The number of unique standard cell types used by synthesis reads 42.
- Looking at the clock tree report, the H-tree level count equals 3.
- The starting utilization of the core area is 31.5%.
- The logic depth of the worst setup path including buffers reads 3.
- The mean number of vias per cell is 5.46.
- The cell at the slowest stage of the critical path reads clkdlybuf4s50_1.
- The launch point of the worst hold path is mot2$_SDFFE_PN0N_.
- Yosys reports a chip area of 2790 um^2.
- The setup check on the worst reg-to-reg path leaves a slack of 4.61 ns.
- The wire-length estimate of the detail-placed layout is 3.53 mm.
- The antenna diode count reads 0.
- The endpoint kind of the worst setup timing path is a register.
- The main area contributors are dfxtp_1 (42%), a21oi_1 (7.2%), or4_1 (5.1%).
- In this run the layout overhead on the synthesized area is reported as 11.8%.
- The floorplan die height reads 98.5 um.
- The horizontal die dimension is about 98 um.
- The initial antenna violation count reads 0.
- The maximum clock insertion buffer count is 2.
- The hold path endpoint reads mot2$_SDFFE_PN0N_.
- The stage delay of the slowest cell on the critical path is 0.77 ns.
- The smallest hold slack is 0.451 ns.
- The summed negative setup slack over all endpoints reads 0 ns.
- The cell type with the largest total area after synthesis reads dfxtp_1.
[flip-flops by register name, indices dropped and copies added, names as in the netlist]
signal  count
mot1        1
mot2        1
cont       28
cont2      28
[report_power, final]
| group | total, mW | switching [mW] | internal (mW) |
|---|---|---|---|
| logic | 0.0156 | 0.00948 | 0.00614 |
| clock network | 0.308 | 0.128 | 0.181 |
| registers | 0.332 | 0.00316 | 0.329 |
| total | 0.656 | 0.140 | 0.516 |
[through the flow]
stage          setup slack (ns)  power, mW
3_3_place_gp               4.12      0.355
2_1_floorplan              4.99      0.350
3_5_place_dp               4.10      0.355
6_report                   4.46      0.656
5_1_grt                    4.29      0.684
4_1_cts                    4.45      0.666
[cells by family (layout without fill, tap and decap cells)]
kind of cell | after synthesis | count (layout) | share of synthesized area (%)
buffers and inverters | 24 | 29 | 3.85
xor gates and xnor gates | 2 | 2 | 0.628
muxes | 8 | 8 | 2.87
and+or+nand+nor | 142 | 142 | 29.8
DFF | 58 | 58 | 41.6
AOI/OAI and AO/OA | 90 | 90 | 20.4
adders and majority gates | 2 | 2 | 0.896
[Yosys cell counts, types with 2 or more instances]
cell type and instances:
nand3_1 11, and4_1 3, or4_1 19, a21oi_1 40, mux2i_1 8, nor3_1 5
or3_1 16, nand2b_1 7, nand4_1 16, clkbuf_1 14, nor2_1 7, buf_2 2
nor4_1 6, dfxtp_1 58, and3_1 9, o21a_1 3, inv_1 6, nand2_1 28
ha_1 2, o211ai_2 2, o21ai_0 17, o31a_1 2, and2_1 9, o31ai_1 17
buf_6 2
[worst max path at each step]
| stage | startpoint | endpoint | slack [ns] |
|---|---|---|---|
| final | mot[0] | cont[0]$_SDFFE_PN0N_ | 4.46 |
| after CTS | mot[0] | cont[0]$_SDFFE_PN0N_ | 4.45 |
| after global routing | mot[0] | cont[14]$_SDFFE_PN0N_ | 4.29 |
[layer usage]
metal	track usage [%]	routed length, um	part of all wire [%]
met3	1.59	121	2.2
met2	17.6	2320	43
met1	19.6	2930	54
met4	2.18	83	1.5
met5	0	0	0
[layout make-up]
| type | instances | share of cell area [%] |
|---|---|---|
| multi-input cells | 244 | 49.2 |
| flip-flops and latches | 58 | 37.2 |
| clock buffers | 12 | 4.97 |
| well taps | 108 | 4.33 |
| repair buffers | 7 | 2.00 |
| clock inverters | 4 | 1.60 |
| inverters | 6 | 0.722 |
[worst min-delay path, cell delays in order, from the launching register on]
cell     delay [ns]
dfxtp_1        0.31
inv_1          0.05
a21oi_1        0.05
No activity file was given, so power comes from the tool's default toggle rates.
